<file path="flow/constraint.sdc">
current_design RequestQueue

set clk_period 1.3
set clk_io_pct 0.2

create_clock -name clk0 -period $clk_period [get_ports {clock}]

set non_clock_inputs [all_inputs -no_clocks]
set_input_delay [expr $clk_period * $clk_io_pct] -clock clk0 $non_clock_inputs
set_output_delay [expr $clk_period * $clk_io_pct] -clock clk0 [all_outputs]
</file>
<file path="flow/config.mk">
export PLATFORM = sky130hd
export DESIGN_NAME = RequestQueue
export DESIGN_NICKNAME = RequestQueue
export VERILOG_FILES = /design/flow/design.v
export SDC_FILE = /design/flow/constraint.sdc
export NUM_CORES = 4
export LEC_CHECK = 1
export CORE_AREA = 10 10 70 70
export DIE_AREA = 0 0 80 80
</file>
<file path="flow/run.sh">
#!/bin/bash
# OpenROAD 26Q1-2900-gdf79404cd8, Yosys 0.63+post, stock flow scripts
make -C /OpenROAD-flow-scripts/flow DESIGN_CONFIG=/design/flow/config.mk WORK_HOME=/design/flow/orfs finish
</file>
<file path="flow/design.v">
module RequestQueue(reset,clock,R0,R1,G0,G1);
input reset;         
input clock;         
input R0;            
input R1;            
output reg G0;           
output reg G1;           
reg [1:0] current_state;       
reg [1:0] next_state;          
parameter [1:0] IDLE = 2'b00;           
parameter [1:0] GRANT_R0 = 2'b01;       
parameter [1:0] GRANT_R1 = 2'b10;       
always @(posedge clock or negedge reset)
    begin
        if(!reset) current_state <= IDLE;
        else current_state <= next_state;             
    end
always @(*)
    begin 
        G0 = 0;
        G1 = 0;
        case (current_state)
        IDLE:
        begin 
            if(current_state == GRANT_R1) G1 = 1;
            if((R0 & R1) | (R0)) next_state = GRANT_R0;
            else if(R1) next_state = GRANT_R1;  
            end
        GRANT_R0:
        begin
            if(R0) G0 = 1;
            if(R1) next_state = GRANT_R0;
            else next_state = IDLE;            
            end
        GRANT_R1:
        begin
            G1 = 1;    
            next_state = IDLE;       
            end
        default: next_state = IDLE;
        endcase
    end
endmodule
</file>
==> run notes <==
Notes on the physical implementation.

- The gate-level netlist out of Yosys references 8 unique cell types.
- The worst hold path class is input pin to asynchronous set/reset pin, for reference.
- The number of buffers on the longest clock path is 2, for reference.
- The worst supply voltage drop on vdd is between 90 and 100 uV, for reference.
- The buffer_ports step reported a buffer count of 5.
- The cell count in the Yosys report is 10, for reference.
- The transition time recorded at the tightest slew-check pin is approximately 0.28 ns.
- The wire length recorded after detailed routing is between 300 and 400 microns.
- The final antenna diode count is 0, for reference.
- The number of pins exceeding their max-slew limit in the final report is 0, for reference.
- For this configuration, the core starts out at a cell density of 3.63%.
- The library cells used most frequently in the layout, excluding fill and tap cells, are buf_4, clkbuf_4, dfrtp_1, clkdlybuf4s50_1, dlxtn_1.
- Data on the critical path is required at its endpoint by around 1.0 ns.
- The master cell of the clock root buffer is clkbuf_4, for reference.
- The number of primary I/O pins is 6, for reference.
- STA classifies the critical path startpoint as a register.
- The Yosys warning count is 1, for reference.
- The placed cell count is roughly 64, for reference.
- Among logic cells in the layout, the one with the most instances is buf_4.
- The relative area change from synthesis to final layout is 133%, for reference.
- The first-pass GRT wire length is between 600 and 700 microns, for reference.
- The part of the cycle the worst path needs is a little over nine tenths, for reference.
- Per the OpenROAD floorplan log, the width of the die is 80 microns.
- After its last routability iteration, the placer logged a weighted congestion of approximately 0.59.
- Recorded from the global router log, the overflow total was 0.
- The initial antenna violation count is 0, for reference.
- The finished layout holds 69 standard cells, fillers aside.
- The number of placement rows is 21, for reference.
- The final setup violation count is 0, for reference.
- Dividing the synthesized area by the synthesized cell count gives 12.4 sq um.
- According to the floorplan report, the total die area is between 6000 and 7000 sq um.
- According to the floorplan report, the placeable core area is roughly 3400 sq um.
- The detailed router's first-iteration violation count is 10, for reference.
- The arrival time of data at the worst endpoint is listed as roughly 1.0 ns.
- The run finished with clean final reports.
- The pre-antenna-repair detailed-routing pass consisted of 2 iterations.
- For this block, the via count after detailed routing is ~130.
- The count of H-tree levels built during CTS is 1, for reference.
- The post-route netlist has a little under half of its cells at a drive strength greater than 1.
- Counting flops and latches in the post-synthesis netlist gives 4.
- Once detail routing completed, the nets flagged for antenna violations numbered 0.
- 4 endpoints have no timing constraint.
- Synthesis produced 10 cells.
- After detailed routing, the number of vias per cell comes to 1.83.
- The number of register pins that no clock reaches is 2, for reference.
- The cts-stage hold buffer count is 0, for reference.
- The number of max-cap violations is 0, for reference.
- The power report puts the leakage power at between 0.1 and 0.15 nW.
- The number of global-route vias before repair was around 160.
- The report lists the power per cell area as between 700 and 800 nW/um^2.
- The final report gives the core utilization as under 10%.
- Entering global routing, the biggest net connects 4 pins.
- In this run, CTS created clock tree buffers numbering 3.
- For this run, the total global-route usage over all layers was measured as about 1.4%.
- Before any placement, the netlist area is recorded as roughly 120 sq um.
- The type of the worst setup path is register to primary output, for reference.
- Looking at the critical path, the highest net fanout was 2.
- TritonCTS built the clock tree.
- STA classifies the critical path endpoint as a primary output.
- Clock-pin slew was measured on the worst setup and hold paths at 0.03 ns.
- The relative slew slack is between 80% and 90%, for reference.
- In this build the clock could be raised as far as 793 MHz.
- The die span in y is 80 microns, for reference.
- Setup repair after global routing left no endpoint under its margin.
- The number of endpoints with negative hold slack in the final report is 0, for reference.
- In this run the tools logged warnings totalling 25.
- The final routed wire length divided by cell count is about 5.7 microns, for reference.
- The clock period minus worst slack is approximately 1.3 ns, for reference.
- The routed layout reports a DRC error count of 0.
- According to the Yosys statistics, the synthesized design has a chip area of 124 sq um.
registers in the layout, indices dropped and copies added (netlist names):
signal / cells
current_state: 2
next_state: 2
worst paths after layout:
path / startpoint / endpoint / slack, ns / cells past startpoint
setup / recovery: current_state[0]$_DFF_PN0_ / G0 / 0.04 / 3
hold / removal: reset / current_state[1]$_DFF_PN0_ / 0.20 / 1
max in group asynchronous: reset / current_state[0]$_DFF_PN0_ / 0.98 / 1
min in group clk0: R0 / G0 / 1.01 / 3
layer usage:
layer | GRT usage [%] | vias to the layer above | part of all wire [%]
li1 | - | 62 | -
met1 | 1.33 | 56 | 40
met2 | 1.85 | 6 | 43
met3 | 1.48 | 2 | 15
met4 | 0.704 | 0 | 2.8
met5 | 0 | - | 0
Yosys cell counts, drive strengths merged:
cell type	count	area share (%)
and3b	1	8.1
nor3	1	4.0
nor2	1	3.0
mux2i	1	8.1
nor4	1	5.1
dlxtn	2	24
and2b	1	7.1
dfrtp	2	40
layout make-up:
| cell class | count | area (sq um) |
|---|---|---|
| fillers | 411 | 3130 |
| repair buffers | 10 | 85.1 |
| flip-flops and latches | 4 | 80.1 |
| well taps | 46 | 57.6 |
| multi-input cells | 6 | 43.8 |
| clock buffers | 3 | 22.5 |
where the power goes:
group | internal (mW) | switching (mW)
logic | 0.0120 | 0.00594
registers | 0.0648 | 0.000198
clock network | 0.102 | 0.0393
total | 0.179 | 0.0454
metrics by stage:
step	setup TNS, ns	worst slack [ns]	power [mW]	hold slack (ns)	cell area, sq um
after detailed placement	-0.381	-0.379	0.0848	0.434	254
after global routing	0	0.00238	0.235	0.207	289
final	0	0.0384	0.224	0.199	289
after CTS	0	0.0138	0.234	0.191	285
after global placement	-0.380	-0.368	0.0843	0.432	254
after floorplan	0	0.458	0.0688	-0.0356	124
cells by family after synthesis:
family           share of synthesized area, %
flip-flops                               40.4
multiplexers                             8.08
AND/OR/NAND/NOR                          27.3
latches                                  24.2
critical path, cell delays in order (launching register included):
cell,delay [ns]
dfrtp_1,0.37
buf_6,0.12
and3b_2,0.18
buf_2,0.12
repair_timing:
item / in CTS / in global routing
gates resized: 7 / 1
buffers inserted: 2 / 0
setup endpoints to repair: 2 / 1
Power figures rest on the tool's default switching activity, not on a simulated workload.
